==> /design/flow/constraint.sdc <==
current_design top

set clk_period 3.0
set clk_io_pct 0.2

create_clock -name clk0 -period $clk_period [get_ports {clk}]

set non_clock_inputs [all_inputs -no_clocks]
set_input_delay [expr $clk_period * $clk_io_pct] -clock clk0 $non_clock_inputs
set_output_delay [expr $clk_period * $clk_io_pct] -clock clk0 [all_outputs]
==> /design/flow/config.mk <==
export PLATFORM = sky130hd
export DESIGN_NAME = top
export DESIGN_NICKNAME = top
export VERILOG_FILES = /design/flow/design.v
export SDC_FILE = /design/flow/constraint.sdc
export NUM_CORES = 4
export LEC_CHECK = 1
export CORE_UTILIZATION = 50
==> /design/flow/design.v <==
    module Baud_Generator #(
        parameter CLK_FREQ  = 50_000_000,   
        parameter BAUD_RATE = 9_600         
    )(
        input  wire clk,
        input  wire reset,      
        output wire TX_TICK,    
        output wire RX_TICK     
    );
        localparam integer TX_DIV = CLK_FREQ / BAUD_RATE;
        localparam integer RX_DIV = TX_DIV / 16;
        reg [15:0] tx_cnt;
        reg [15:0] rx_cnt;
        reg        tx_tick_reg;
        reg        rx_tick_reg;
        always @(posedge clk or posedge reset) begin
            if (reset) begin
                tx_cnt      <= 0;
                tx_tick_reg <= 0;
            end
            else if (tx_cnt == TX_DIV-1) begin
                tx_cnt      <= 0;
                tx_tick_reg <= 1;
            end
            else begin
                tx_cnt      <= tx_cnt + 1;
                tx_tick_reg <= 0;
            end
        end
        always @(posedge clk or posedge reset) begin
            if (reset) begin
                rx_cnt      <= 0;
                rx_tick_reg <= 0;
            end
            else if (rx_cnt == RX_DIV-1) begin
                rx_cnt      <= 0;
                rx_tick_reg <= 1;
            end
            else begin
                rx_cnt      <= rx_cnt + 1;
                rx_tick_reg <= 0;
            end
        end
        assign TX_TICK = tx_tick_reg;
        assign RX_TICK = rx_tick_reg;
    endmodule
    module uart_Rx #(
        parameter DATA_BITS = 8
    ) (
        input clk,
        input reset,
        input RxD,
        output [DATA_BITS-1:0] RxData,
        output valid_rx, Parity_error, Stop_error
    );
        localparam IDLE = 2'b00;
        localparam DATA = 2'b01;
        localparam PARITY_BIT = 2'b10;
        localparam STOP_BIT = 2'b11;
        reg [1:0] state, next_state;
        reg [DATA_BITS-1:0] data_shift, next_data_shift;
        reg [DATA_BITS-1:0] data_reg, next_data_reg;
        reg [3:0] bit_counter, next_bit_counter;
        reg [4:0] tick_counter, next_tick_counter;
        reg parity_bit, next_parity_bit;
        reg stop_bit, next_stop_bit;
        reg valid_rx_reg, next_valid_rx_reg;
        reg parity_error_reg, next_parity_error_reg;
        reg stop_error_reg, next_stop_error_reg;
        always @(posedge clk or posedge reset) begin
            if (reset) begin
                state <= IDLE;
                data_shift <= 0;
                data_reg <= 0;
                bit_counter <= 0;
                tick_counter <= 0;
                parity_bit <= 0;
                stop_bit <= 0;
                valid_rx_reg <= 0;
                parity_error_reg <= 0;
                stop_error_reg <= 0;
            end 
            else begin
                state <= next_state;
                data_shift <= next_data_shift;
                data_reg <= next_data_reg;
                bit_counter <= next_bit_counter;
                tick_counter <= next_tick_counter;
                parity_bit <= next_parity_bit;
                stop_bit <= next_stop_bit;
                valid_rx_reg <= next_valid_rx_reg;
                parity_error_reg <= next_parity_error_reg;
                stop_error_reg <= next_stop_error_reg;
            end
        end
        always @(*) begin
            next_state = state;
            next_data_shift = data_shift;
            next_data_reg = data_reg;
            next_bit_counter = bit_counter;
            next_tick_counter = tick_counter;
            next_parity_bit = parity_bit;
            next_stop_bit = stop_bit;
            next_valid_rx_reg = valid_rx_reg;
            next_parity_error_reg = parity_error_reg;
            next_stop_error_reg = stop_error_reg;
            case (state)
                IDLE: begin
                    next_valid_rx_reg = 0;
                    next_parity_error_reg = 0;
                    next_stop_error_reg = 0;
                    if (RxD == 0) begin
                        next_tick_counter = (tick_counter == 15) ? 0 : tick_counter + 1;
                        if (tick_counter == 15) begin
                            next_state = DATA;
                        end
                    end
                    else next_tick_counter = 0;
                end
                DATA: begin
                    next_tick_counter = (tick_counter == 15) ? 0 : tick_counter + 1;
                    if (tick_counter == 7)
                        next_data_shift = {RxD, data_shift[DATA_BITS-1:1]};
                    if (tick_counter == 15) begin
                        if (bit_counter == DATA_BITS-1) begin
                            next_data_reg = data_shift;
                            next_bit_counter = 0;
                            next_data_shift = 0;
                            next_state = PARITY_BIT;
                        end
                        else next_bit_counter = bit_counter + 1;
                    end
                end
                PARITY_BIT: begin
                    next_tick_counter = (tick_counter == 15) ? 0 : tick_counter + 1;
                    if (tick_counter == 7)
                        next_parity_bit = RxD;
                    if (tick_counter == 15) begin
                        if ((^data_reg) == parity_bit) 
                            next_state = STOP_BIT;
                        else begin
                            next_state = IDLE;
                            next_parity_error_reg = 1;
                        end
                    end
                end
                STOP_BIT: begin
                    next_tick_counter = (tick_counter == 15) ? 0 : tick_counter + 1;
                    if (tick_counter == 7)
                        next_stop_bit = RxD;
                    if (tick_counter == 15) begin
                        next_state = IDLE;
                        next_valid_rx_reg = (stop_bit == 1'b1);
                        next_stop_error_reg = (stop_bit != 1'b1);
                    end
                end
            endcase
        end
        assign RxData = data_reg;
        assign valid_rx = valid_rx_reg;
        assign Parity_error = parity_error_reg;
        assign Stop_error = stop_error_reg;
    endmodule
module uart_Tx #(
    parameter DATA_BITS = 8
)(
    input clk,
    input reset,
    input transmit,  
    input [DATA_BITS-1:0] TxData,  
    output TxD,  
    output busy  
);
    localparam IDLE       = 3'b000;
    localparam START_BIT  = 3'b001;
    localparam DATA_BIT   = 3'b010;
    localparam PARITY_BIT = 3'b011;
    localparam STOP_BIT   = 3'b100;
    reg [2:0] state, next_state;
    reg [2:0] Bit_Counter, next_Bit_Counter;
    reg [7:0] shift_reg, next_shift_reg;
    reg       parity_bit, next_parity_bit;
    always @(posedge clk or posedge reset) begin
        if (reset) begin
            state <= IDLE;
            Bit_Counter <= 0;
            shift_reg <= 0;
            parity_bit<= 0;
        end 
        else begin
            state <= next_state;
            Bit_Counter <= next_Bit_Counter;
            shift_reg <= next_shift_reg;
            parity_bit <= next_parity_bit;
        end
    end
    always @(*) begin
        next_state = state;
        next_shift_reg = shift_reg;
        next_parity_bit = parity_bit;
        next_Bit_Counter = Bit_Counter;
        case (state)
            IDLE: begin 
                if (transmit) begin
                    next_state = START_BIT;
                    next_shift_reg = TxData;
                    next_parity_bit = ^TxData;
                    next_Bit_Counter = 0;
                end
            end
            START_BIT:  next_state = DATA_BIT;
            DATA_BIT: begin 
                if (Bit_Counter == DATA_BITS-1) begin
                    next_state = PARITY_BIT;
                end
                else begin
                    next_Bit_Counter = Bit_Counter + 1;
                end
            end
            PARITY_BIT: next_state = STOP_BIT;
            STOP_BIT:   next_state = IDLE;
            default:    next_state = IDLE;
        endcase
    end
    assign TxD = (state == START_BIT)  ? 1'b0 :
                 (state == DATA_BIT)   ? shift_reg[Bit_Counter] :
                 (state == PARITY_BIT) ? parity_bit : 
                                         1'b1;     
    assign busy = (state != IDLE);
endmodule
module top #(
    parameter DATA_BITS = 8,
    parameter CLK_FREQ = 50_000_000,   
    parameter BAUD_RATE = 9600
) (
    input clk,
    input reset,
    input transmit,  
    input [DATA_BITS-1:0] TxData,  
    output busy,  
    output [DATA_BITS-1:0] RxData,
    output valid_rx, 
    output Parity_error, 
    output Stop_error
);
    wire RxD;  
    wire TX_TICK, RX_TICK;  
    uart_Tx #(.DATA_BITS(DATA_BITS)) Transmitter (
        .clk(TX_TICK),
        .reset(reset),
        .transmit(transmit),
        .TxData(TxData),
        .TxD(RxD),   
        .busy(busy)
    );
    uart_Rx #(.DATA_BITS(DATA_BITS)) Receiver (
        .clk(RX_TICK),
        .reset(reset),
        .RxD(RxD),   
        .RxData(RxData),
        .valid_rx(valid_rx),
        .Parity_error(Parity_error),
        .Stop_error(Stop_error)
    );
    Baud_Generator #(
        .CLK_FREQ(CLK_FREQ), 
        .BAUD_RATE(BAUD_RATE)
    ) Baud_Gen (
        .clk(clk),
        .reset(reset),
        .TX_TICK(TX_TICK),
        .RX_TICK(RX_TICK)
    );
endmodule
==> /design/flow/run.sh <==
#!/bin/bash
# OpenROAD 26Q1-2900-gdf79404cd8, Yosys 0.63+post, stock flow scripts
make -C /OpenROAD-flow-scripts/flow DESIGN_CONFIG=/design/flow/config.mk WORK_HOME=/design/flow/orfs finish
==> results.txt <==
Notes from the flow run.

Clock tree:
- The run puts the CTS buffer count at 5.
- TritonCTS built the clock tree.
- The run gives the number of buffers on the longest clock path as 2.
- The run puts the count of hold-fix buffers inserted at cts at 0.
- Post-CTS repair changed the size of 0 cells.
- On the worst setup and hold paths after CTS, the clock-pin slew comes to ~0.070 ns.
- The clock reaches the later pin of the worst-skew pair after 0.28 ns.
- The cell sitting at the root of the clock tree is a sky130_fd_sc_hd__clkbuf_8.
- CTS built an H-tree with a depth of 2.
- Post-CTS timing repair inserted 0 buffers for setup.

Place:
- The run gives the total half-perimeter wirelength after legalization and detailed placement as around 4500 um.
- The run gives the final weighted congestion of routability-driven global placement as roughly 0.79.
- The buffer_ports step reported a buffer count of 22.
- The run puts the placed instance count at between 400 and 500.

Final timing:
- The run puts the post-layout minimum cycle time at between 1.5 and 2 ns.
- The run gives the final critical-path share of the clock period as a little under three fifths.
- Setup repair after global routing left no endpoint under its margin.
- a little over 60 endpoints have no timing constraint.
- The run gives the max-slew violation count as 0.
- The run puts the final setup skew at about 0.0056 ns.
- The run puts the normalized max-slew margin at between 50 and 60%.
- The final timing report counts setup violations totalling 0.
- The run puts the total negative setup slack at 0 ns.
- The run gives the slew at the pin with the worst max-slew slack as approximately 0.63 ns.
- The run puts the fmax at about 600 MHz.
- The run gives the count of unclocked register or latch pins as 49.
- The final timing report lists a hold violation count of 0.

Routing:
- Nets still carrying antenna violations after routing amount to 0.
- For this run, the detailed router reports a per-instance via density of approximately 5.3.
- The run puts the post-detailed-route DRC marker count at 0.
- The run puts the average wire per standard cell at between 10 and 15 um.
- The run gives the number of antenna diodes as 0.
- The run puts the violation count after the first detailed-route iteration at 85.
- The run gives the detailed-route via count as 2535.
- The run gives the post-detailed-routing wire length as approximately 6300 um.
- The run gives the total iterations of the first detailed-routing run as 4.

Critical path:
- In the setup report, the worst path falls into the class reg -> reg.
- Per STA, the worst path accumulates the most delay in the family simple AND/OR/NAND/NOR gates.
- The run gives the critical-path maximum fanout as 8.
- The run puts the number of buffer and inverter stages on the critical path at 0.
- Listed in order, past its start point the critical path passes or4_1, nor3_2, nor2_1.
- Per the timing report, the most critical flop-to-flop path finishes at Baud_Gen.tx_cnt[10].
- The run puts the peak per-stage delay on the critical path at approximately 0.54 ns.
- The worst setup path is launched from a flop.
- The run gives the slack of the worst reg-to-reg path as roughly 1.3 ns.
- For the worst reg-to-reg path, the startpoint reported by OpenROAD is Baud_Gen.tx_cnt[3].
- The run gives the arrival time of the worst setup path as around 1.8 ns.
- The run gives the cell depth of the worst flop-to-flop path as 3.
- The run gives the standard cell with the maximum stage delay on the critical path as sky130_fd_sc_hd__or4_1.
- At the worst endpoint, the required time is around 3.1 ns.
- The run gives the category of the worst setup path capture point as a flop.
- OpenSTA lists the critical path startpoint as Baud_Gen.tx_cnt[3].

Global route:
- After global routing the overflow that remains totals 0.
- Global routing consumed, over all layers together, 17.6% of the routing resources.
- The initial antenna violation count was 0.
- The via count of the first global-routing pass is around 2500.
- The run puts the first-pass GRT wire length at approximately 11000 um.
- Entering global routing, the biggest net connects between 40 and 50 pins.

Flow run:
- The run puts the stage-log warning count at 26.
- The run puts the tally of max-capacitance violations at 0.

Die:
- The run puts the number of placement rows at 31.
- The run gives the floorplan die height as about 90 um.
- The run puts the die width at about 90 um.
- The run puts the standard cell core area at 0.00737 mm2.
- The run puts the boundary pin count at 23.
- The floorplan step defined a die boundary enclosing between 0.008 and 0.009 mm2.
- The run gives the starting density of the core as around 52%.

Hold path:
- The run gives the number of stages on the worst hold path as 1.
- For hold timing, the worst endpoint is Baud_Gen.tx_cnt[0].
- Looking at hold timing, the worst path starts from Baud_Gen.tx_cnt[0].
- The run gives the worst hold path class as reg -> reg.

Pwr:
- The run puts the switching portion of total power at between 15 and 20%.
- The run puts the largest vdd supply drop at between 400 and 500 uV.
- The run gives the total power density per cell area as 236 mW/mm2.
- Looking at the power breakdown, combinational cells take 5.8% of the total.
- The run puts the internal power at between 0.8 and 0.9 mW.
- The run puts the relative contribution of sequential cells to total power at roughly 45%.
- The run puts the proportion of power drawn by the clock network at between 40% and 50%.
- The run gives the static leakage as approximately 2.0 nW.
- The run puts the power dissipated by switching net loads at roughly 0.19 mW.

Yosys:
- The run puts the number of standard cells after synthesis at 354.
- The run puts the number of cell instances after yosys synthesis at about 350.
- The run puts the netlist area before placement at 0.00386 mm2.
- The run gives the number of warning messages in the yosys log as 3.
- The run puts the post-synthesis sequential element count at 83.
- The run gives the number of enable flip-flop cells as 0.
- The run gives the flip-flop cell with the highest count after synthesis as sky130_fd_sc_hd__dfrtp_1.
- Counting distinct cell types in the post-synthesis netlist gives between 40 and 50.
- The run puts the synthesized area per cell at approximately 11 um2.
- Per Yosys stat, the portion of area used by sequential elements is a little over half.
- Yosys reports a chip area of roughly 0.0039 mm2.
- The run gives the share of flip-flops with an asynchronous set or reset as approximately 100%.

Final layout:
- The run gives the area used by multi-input combinational logic as between 0.0015 and 0.002 mm2.
- The run puts the sequential cell area in the final layout at approximately 0.0021 mm2.
- In this run the layout overhead on the synthesized area is reported as 12.6%.
- Once layout is complete, the cells apart from fillers number 480.
- The library cells used most frequently in the layout, excluding fill and tap cells, are 82 x sky130_fd_sc_hd__dfrtp_1, 47 x sky130_fd_sc_hd__nand2_1, 39 x sky130_fd_sc_hd__nor2_1.
- The run puts the fraction of layout instances using a drive strength above 1 at 9.19%.
- Per the cell usage report, the commonest logic cell in the layout is sky130_fd_sc_hd__dfrtp_1.
- In the final layout, the registers with the most flip-flops are Baud_Gen.rx_cnt (16), Baud_Gen.tx_cnt (16).
- The run gives the count of filler cells inserted in the layout as 627.

Run status:
- The flow ran to the end, and the final reports show no timing, DRC or antenna violations.
-- worst max-delay path by stage --
stage,end,depth (start not counted),slack (ns)
finish,Baud_Gen.tx_cnt[10],3,1.33
global route,Baud_Gen.tx_cnt[12],3,1.26
CTS,Baud_Gen.tx_cnt[10],3,1.34
-- cell type report --
class | instances | area share (%)
timing repair buffer | 25 | 5.59
multi-input combinational | 257 | 39.7
sequential | 83 | 47.8
clock buffer | 6 | 1.90
tap | 99 | 2.85
inverter | 8 | 0.720
clock inverter | 2 | 1.38
-- routing by layer --
layer | track usage (%) | vias to the layer above | share of wire [%]
li1 | - | 1275 | -
met1 | 30.2 | 1225 | 52
met2 | 27.5 | 33 | 46
met3 | 1.37 | 2 | 1.7
met4 | 1.48 | 0 | 0.58
met5 | 0 | - | 0
-- synth_stat cells, types with 2 or more instances --
cell | n | area (um2)
sky130_fd_sc_hd__xnor3_1 | 2 | 45.0
sky130_fd_sc_hd__nand2_1 | 47 | 176
sky130_fd_sc_hd__nor3_1 | 10 | 50.1
sky130_fd_sc_hd__nor2b_1 | 5 | 31.3
sky130_fd_sc_hd__inv_1 | 8 | 30.0
sky130_fd_sc_hd__a21oi_1 | 4 | 20.0
sky130_fd_sc_hd__and3_1 | 6 | 37.5
sky130_fd_sc_hd__a211oi_1 | 3 | 22.5
sky130_fd_sc_hd__mux2i_1 | 11 | 110
sky130_fd_sc_hd__xor2_1 | 11 | 96.3
sky130_fd_sc_hd__mux2_2 | 16 | 180
sky130_fd_sc_hd__nand4_1 | 10 | 62.6
sky130_fd_sc_hd__xnor2_1 | 31 | 272
sky130_fd_sc_hd__o21ai_0 | 5 | 25.0
sky130_fd_sc_hd__nor4_1 | 2 | 12.5
sky130_fd_sc_hd__and4_1 | 2 | 17.5
sky130_fd_sc_hd__nor4b_1 | 3 | 26.3
sky130_fd_sc_hd__and2_1 | 2 | 12.5
sky130_fd_sc_hd__a22o_1 | 3 | 26.3
sky130_fd_sc_hd__o31ai_1 | 3 | 22.5
sky130_fd_sc_hd__nand3_1 | 16 | 80.1
sky130_fd_sc_hd__ha_1 | 7 | 87.6
sky130_fd_sc_hd__dfrtp_1 | 82 | 2050
sky130_fd_sc_hd__nor2_1 | 39 | 146
sky130_fd_sc_hd__or3_1 | 2 | 12.5
sky130_fd_sc_hd__clkbuf_1 | 4 | 15.0
-- worst reg2reg max path: cells and delay by family, from the launching register on --
family	cells	cell delay, ns
DFF	1	0.42
and+or+nand+nor	3	1.12
-- logic make-up after synthesis --
logic type | count (synthesis) | share of synthesized area (%)
AND/OR/NAND/NOR | 155 | 19.7
flip-flops | 83 | 53.9
XOR/XNOR | 44 | 10.7
multiplexers | 27 | 7.52
AND-OR/OR-AND | 24 | 4.54
buffers and inverters | 14 | 1.43
adder cells (fa/ha/maj) | 7 | 2.27
-- stage by stage --
stage	hold WS, ns	setup slack [ns]	power [mW]	util [%]	instance area [um2]
3_5_place_dp	0.460	1.36	0.528	57.0	4200
6_report	0.472	1.33	1.03	58.9	4340
2_1_floorplan	0.437	0.265	0.503	-	3860
5_1_grt	0.488	1.26	1.07	58.9	4340
3_3_place_gp	0.462	1.39	0.528	57.0	4200
4_1_cts	0.473	1.34	1.04	58.9	4340
-- power groups by stage --
| stage | clock [mW] | sequential (mW) | combinational, mW |
|---|---|---|---|
| CTS | 0.523 | 0.458 | 0.0619 |
| global route | 0.545 | 0.458 | 0.0693 |
| finish | 0.508 | 0.458 | 0.0592 |
Power is estimated from default activity; no workload was simulated.
